==> /design/flow/design.v <==
`timescale 1ns / 1ps
module FBCPU #(
    parameter ADDRESS_WIDTH = 6,
    parameter DATA_WIDTH = 10
)(
    input clk, 
    input rst, 
    output reg [DATA_WIDTH-1:0] MDRIn, 
    output reg RAMWr, 
    output reg [ADDRESS_WIDTH-1:0] MAR, 
    input [DATA_WIDTH-1:0] MDROut, 
    output reg [5:0] PC
);
reg [DATA_WIDTH - 1:0] IR, IRNext;
reg [5:0] PCNext;
reg [9:0] ACC, ACCNext;
reg [2:0] durum, durumNext;
always@(posedge clk) begin
    durum       <= #1 durumNext;
    PC          <= #1 PCNext;
    IR          <= #1 IRNext;
    ACC         <= #1 ACCNext;
end
always@(*) begin
    durumNext   = durum;
    PCNext      = PC;
    IRNext      = IR;
    ACCNext     = ACC;
    MAR         = 0;
    RAMWr       = 0;
    MDRIn       = 0;
    if(rst) begin
        durumNext   = 0;
        PCNext      = 0;
        MAR         = 0;
        RAMWr       = 0;
        IRNext      = 0;
        ACCNext     = 0;
        MDRIn       = 0;
    end else begin
        case(durum)
            0: begin
                MAR = PC;
                RAMWr = 0;
                durumNext = durum + 1;
            end
            1: begin
                IRNext = MDROut;
                PCNext = PC + 1;
                durumNext = durum + 1;
            end
            2: begin
				 if(IR[9:6] < 6)begin
					 MAR = IR[5:0];
					 durumNext = 3;
				 end else if(IR[9:6]==6) begin
					 PCNext = IR[5:0];
					 durumNext = 0;
				 end else if(IR[9:6]==7) begin
					 if(ACC==0)begin 
						 PCNext = IR[5:0];
					 end
					 durumNext=0;
				 end else if(IR[9:6]==8) begin
					  durumNext=0;
				 end else if(IR[9:6]==9) begin
					  durumNext=4;     
				 end
			end
            3: begin
				 durumNext = 0;
				 RAMWr = 0;
				 MAR = 0;
				 if (IR[9:6]==0)begin
					 ACCNext=MDROut;
				 end else if(IR[9:6]==1) begin
					 MAR=IR[5:0];
					 RAMWr=1;
					 MDRIn=ACC;
				 end else if(IR[9:6]==2) begin
					 ACCNext=ACC+MDROut; 
				 end else if(IR[9:6]==3) begin
					 ACCNext=ACC-MDROut; 
				 end else if(IR[9:6]==4) begin
					 ACCNext=ACC*MDROut; 
				 end else if(IR[9:6]==5) begin
				 end
			end
            4: begin
            end
        endcase
    end
end
endmodule
==> /design/flow/run.sh <==
#!/bin/bash
# OpenROAD 26Q1-2900-gdf79404cd8, Yosys 0.63+post, stock flow scripts
make -C /OpenROAD-flow-scripts/flow DESIGN_CONFIG=/design/flow/config.mk WORK_HOME=/design/flow/orfs finish
==> /design/flow/config.mk <==
export PLATFORM = sky130hd
export DESIGN_NAME = FBCPU
export DESIGN_NICKNAME = FBCPU
export VERILOG_FILES = /design/flow/design.v
export SDC_FILE = /design/flow/constraint.sdc
export NUM_CORES = 4
export LEC_CHECK = 1
export CORE_UTILIZATION = 50
==> /design/flow/constraint.sdc <==
current_design FBCPU

set clk_period 9.8
set clk_io_pct 0.2

create_clock -name clk0 -period $clk_period [get_ports {clk}]

set non_clock_inputs [all_inputs -no_clocks]
set_input_delay [expr $clk_period * $clk_io_pct] -clock clk0 $non_clock_inputs
set_output_delay [expr $clk_period * $clk_io_pct] -clock clk0 [all_outputs]
==> results.txt <==
Implementation status.

- The run finished with clean final reports.
- The number of H-tree levels is 2.
- The count of endpoints failing hold in the final timing report is 0.
- Per the detail_route log, the uppermost layer with routed signals is met4.
- After global routing the overflow that remains totals 0.
- The number of gates resized after CTS was 0.
- The max capacitance violation total is 0.
- The first-pass detailed-route iteration total is 5.
- For the worst setup path, the data required time is 10000 ps.
- The number of global-route vias before repair is 3460.
- The routed metal-1 wirelength is 5.61 mm.
- The layout report lists the multi-input gate area as 3020 um2.
- The worst path in the final design needs a cycle of 6580 ps, including I/O delays and setup.
- The non-filler instance count after layout is 640.
- Max fanout on the critical path was recorded as 11.
- Wires add up to 10.9 mm.
- The design draws 667 uW.
- Across every metal layer, demand over resource in global routing totals 29.5%.
- The number of distinct library cells after synthesis is 49.
- The sum of negative setup slack is 0 ps.
- The post-synth register bit count is 29.
- The routability-driven placement congestion ratio is 0.998.
- From synthesis to final layout, the design area changed by 13.3%.
- The relative slew slack is 57.4%.
- Per the synth stats, the flop cell with the highest instance count is sky130_fd_sc_hd__dfxtp_1.
- The number of clock buffers inserted by TritonCTS is 5.
- The number of input and output port buffers inserted is 34.
- The finished layout reports a core utilization of 59.5%.
- The number of endpoints failing setup at the final stage is 0.
- Per the timing report, the achievable frequency comes out to 152 MHz.
- After synthesis the cells add up to 3870 um2.
- The total count of max-transition violations in the final report is 0.
- The violation tally recorded at the end of detailed-routing iteration 0 is 238.
- The type recorded for the worst min-delay path is flip-flop to flip-flop.
- By count the netlist is led by 76 x sky130_fd_sc_hd__nand2_1, 49 x sky130_fd_sc_hd__nor2_1, 48 x sky130_fd_sc_hd__ha_1, 48 x sky130_fd_sc_hd__inv_1, 40 x sky130_fd_sc_hd__a21oi_1.
- Summed over all nets, wire length on met2 after detailed routing comes to 4.44 mm.
- Per the post-synthesis stats, the area per cell is 7.51 um2.
- The register area share after synthesis is 15.0%.
- Detailed routing placed a total of 768 um of wire on met3.
- After filler insertion, the fill cell instance count of the layout stands at 696.
- The number of clock sinks is 29.
- The floorplan step defined a core boundary enclosing 7370 um2.
- The yosys stat cell total is 515.
- The wire length per cell is 17.1 um.
- The number of antenna diodes in the final layout is 0.
- The critical path capture point type is a flip-flop.
- The largest voltage drop on the vdd net is 169 uV.
- The most frequently used library cell after synthesis is sky130_fd_sc_hd__nand2_1.
- Data on the critical path arrives at its endpoint at 6780 ps.
- Entering global routing, the biggest net connects 33 pins.
- Across the routed clock network, the largest skew measured is 11.2 ps.
- The type of the setup path with the least slack is input pin to flip-flop.
- Looking at the max-slew report, the worst-margin pin has a slew of 633 ps.
- The most critical hold endpoint after final layout shows a slack of 481 ps.
- The number of enable flip-flop cells is 0.
- For this design the top-level I/O count stands at 35.
- According to the Yosys statistics, the synthesized design has a chip area of 3870 um2.
- After technology mapping, the gate count stands at 515.
- For reference, the top cells by area after synthesis are sky130_fd_sc_hd__ha_1 16%, sky130_fd_sc_hd__dfxtp_1 15%, sky130_fd_sc_hd__fa_1 12%, sky130_fd_sc_hd__nand2_1 7.4%, sky130_fd_sc_hd__xnor2_1 5.7%.
- The total area of sequential cells is 581 um2.
- Across all stage logs, warnings added up to 38.
- Looking at the clock tree report, the maximum root-to-sink buffer count equals 2.
- Setup repair after global routing left no endpoint under its margin.
- The detailed placer reported the number of placed instances as 632.
- Per the OpenROAD power report, leakage power amounts to 0.00192 uW.
- The remaining antenna violation count after routing is 0.
- The cell at the root of the clock tree is sky130_fd_sc_hd__clkbuf_8.
- The initial core utilization is 52.5%.
- The first global-routing pass estimated 18.4 mm of wire.
- The standard-cell row count is 31.
- Clock-pin slew was measured on the worst setup and hold paths at 60 ps.
- The initial antenna violation count is 0.
- The type of element launching the critical path is an input pin.
- Warnings reported by Yosys during synthesis add up to 1.
- The power per unit of standard cell area is 152 nW/um2.
- Per the synth stats, the proportion of register bits with asynchronous set or reset is 0%.
- Summed over all nets, the half-perimeter wirelength after detailed placement is 8.15 mm.
- The overall die width is 90.0 um.
- The routed layout has 3626 vias.
- The number of hold buffers added after CTS was 0.
- TritonCTS built the clock tree.
- Of the post-synthesis cell area, the dominant cell type holds 15.5%.
- The post-route netlist has 4.07% of its cells at a drive strength greater than 1.
- The detailed-route vias per instance is 5.67.
- The remaining routing DRC violations is 0.
- The fraction of the cycle the final worst path needs is 67.2%.
- The skew report gives the latency at the later pin of the worst-skew pair as 280 ps.
- The biggest area consumer among synthesized cells is sky130_fd_sc_hd__ha_1.
- The die covers 8100 um2.
- After clock tree synthesis, the setup repair step added 0 buffers.
- The chip height is 90.0 um.
where the power goes:
part	switching, uW	internal [uW]
Clock	50.0	49.0
Sequential	43.0	142
Combinational	234	149
metal layers:
metal  track usage (%)  vias to the layer above
li1                  -                     1792
met1              50.0                     1694
met2              41.3                      126
met3              6.36                       14
met4              1.88                        0
met5                 0                        -
worst max-delay path, cell delays in order:
cell	delay [ps]
sky130_fd_sc_hd__clkdlybuf4s50_1	760
sky130_fd_sc_hd__nand2_1	130
sky130_fd_sc_hd__fa_1	500
sky130_fd_sc_hd__inv_1	40
sky130_fd_sc_hd__ha_1	280
sky130_fd_sc_hd__ha_1	280
sky130_fd_sc_hd__inv_1	50
sky130_fd_sc_hd__fa_1	520
sky130_fd_sc_hd__inv_1	50
sky130_fd_sc_hd__fa_1	470
sky130_fd_sc_hd__ha_1	330
sky130_fd_sc_hd__o21ai_0	80
sky130_fd_sc_hd__nor2_1	70
sky130_fd_sc_hd__or2_2	300
sky130_fd_sc_hd__or3_1	320
sky130_fd_sc_hd__a31oi_1	210
sky130_fd_sc_hd__xnor2_1	160
sky130_fd_sc_hd__o21ai_0	100
sky130_fd_sc_hd__o22ai_1	160
registers in the layout, summed over array words and instances (netlist names):
name and cells:
durum 3, PC 6, IR 10, ACC 10
final cells by class:
class	count	share of cell area (%)
Timing Repair Buffer	41	8.96
Tap cell	99	2.83
Clock inverter	3	0.400
Inverter	48	4.11
Clock buffer	5	1.57
Sequential cell	29	13.2
Multi-Input combinational cell	415	68.9
per-stage QoR:
step           area (um2)  worst slack, ps
6_report             4380             3220
5_1_grt              4380             2930
4_1_cts              4380             3230
3_5_place_dp         4300             2970
3_3_place_gp         4300             3000
2_1_floorplan        3870             3700
layout by cell type, fill, tap and decap left out, types with 9 or more instances in the layout:
| cell type | n |
|---|---|
| sky130_fd_sc_hd__xnor2_1 | 25 |
| sky130_fd_sc_hd__o21ai_0 | 19 |
| sky130_fd_sc_hd__fa_1 | 24 |
| sky130_fd_sc_hd__inv_1 | 48 |
| sky130_fd_sc_hd__o31ai_1 | 9 |
| sky130_fd_sc_hd__a22oi_1 | 9 |
| sky130_fd_sc_hd__and2_1 | 18 |
| sky130_fd_sc_hd__a211oi_1 | 10 |
| sky130_fd_sc_hd__clkdlybuf4s50_1 | 34 |
| sky130_fd_sc_hd__nor3_1 | 9 |
| sky130_fd_sc_hd__nor2_1 | 49 |
| sky130_fd_sc_hd__nand2_1 | 76 |
| sky130_fd_sc_hd__ha_1 | 48 |
| sky130_fd_sc_hd__a21oi_1 | 40 |
| sky130_fd_sc_hd__dfxtp_1 | 29 |
cell families after synthesis:
kind of cell | share of synthesized area (%)
DFF | 15.0
buffers and inverters | 7.15
xor gates and xnor gates | 7.02
and+or+nand+nor | 21.7
muxes | 0.259
adders and majority gates | 27.9
AOI/OAI and AO/OA | 20.9
final timing paths:
check,startpoint,end,slack (ps),cells after the start
min,IR[4]$_SDFFE_PP0P_,IR[4]$_SDFFE_PP0P_,480,2
min reg2reg,IR[4]$_SDFFE_PP0P_,IR[4]$_SDFFE_PP0P_,480,2
max reg2reg,ACC[1]$_SDFFE_PP0P_,ACC[9]$_SDFFE_PP0P_,4800,18
max,MDROut[1],ACC[9]$_SDFFE_PP0P_,3220,19
No activity file was given, so power comes from the tool's default toggle rates.
